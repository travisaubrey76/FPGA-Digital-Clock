**flow/config.mk**
```make
export PLATFORM = sky130hd
export DESIGN_NAME = DigitalClock
export DESIGN_NICKNAME = DigitalClock
export VERILOG_FILES = /design/flow/design.v
export SDC_FILE = /design/flow/constraint.sdc
export NUM_CORES = 4
export LEC_CHECK = 1
export CORE_UTILIZATION = 50
```
**flow/constraint.sdc**
```tcl
current_design DigitalClock

set clk_period 6.5
set clk_io_pct 0.2

create_clock -name clk0 -period $clk_period [get_ports {M_CLOCK}]

set non_clock_inputs [all_inputs -no_clocks]
set_input_delay [expr $clk_period * $clk_io_pct] -clock clk0 $non_clock_inputs
set_output_delay [expr $clk_period * $clk_io_pct] -clock clk0 [all_outputs]
```
**flow/design.v**
```verilog
`timescale 1ns / 1ps
module DigitalClock(
    input M_CLOCK,
    input [3:0] IO_PB,
    input [7:0] IO_DSW,
	 output reg [3:0] IO_SSEGD,  
	 output reg [7:0] IO_SSEG,   
	 output IO_SSEG_COL,     
    output [3:0] F_LED, 
    output [7:0] IO_LED,
	 output reg TX
    );
	assign IO_SSEG_COL = 1;		 
	assign F_LED = 4'b0000;
	reg [25:0] SecondsCounter = 0;  
	reg [19:0] MultiPlexerCounter = 0;  
	reg [5:0] HowManySeconds = 1;  
	reg HALFSECONDFLAG = 0;
	reg [2:0] DigitONE = 1;
	reg [3:0] DigitTWO = 2;
	reg [2:0] DigitTHREE = 0;
	reg [3:0] DigitFOUR = 0;
	initial begin
		IO_SSEGD = 4'b1111;	 
		IO_SSEG = 8'b11111111;	 
	end
	always @(posedge M_CLOCK) begin 
		TX <= HALFSECONDFLAG;
		SecondsCounter <= SecondsCounter + 1'b1;
		if(SecondsCounter == 50000000) begin
			SecondsCounter <= 0;		
				case(IO_DSW)
				8'b00111111:  begin  
				if(HowManySeconds == 60) begin  
				HowManySeconds <= 1;
						if(DigitFOUR == 9) begin  
							DigitFOUR <= 0;
							if(DigitTHREE == 5) begin  
							DigitTHREE <= 0;
								if(DigitONE >= 1) begin
									if(DigitTWO >= 2) begin
										DigitTWO <= 1;  
										DigitONE <= 0;
									end
									else begin
										DigitTWO <= DigitTWO + 1'b1;  
									end
								end
								else begin  
									if(DigitTWO == 9) begin
										DigitTWO <= 0; 
										DigitONE <= 1;
									end
									else begin 
										DigitTWO <= DigitTWO + 1'b1;
									end
								end						
							end
							else begin  
								DigitTHREE <= DigitTHREE + 1'b1;
							end
						end
						else begin  
							DigitFOUR <= DigitFOUR + 1'b1;	
						end
				end 
			else begin
				HowManySeconds <= HowManySeconds + 1'b1;
			end
				end
			8'b11001110:  begin  
							if(DigitFOUR == 0) begin  
								DigitFOUR <= 9;
								if(DigitTHREE == 0) begin  
										DigitTHREE <= 5;
										if(DigitTWO == 0 && DigitONE > 0) begin  
											DigitTWO <= 9;
											DigitONE <= DigitONE - 1'b1;
										end
										else if(DigitTWO == 0 && DigitONE == 0) begin  
											DigitTWO <= 0; 
											DigitONE <= 0;
											DigitTHREE <= 0;
											DigitFOUR <= 0;
										end
										else DigitTWO <= DigitTWO - 1'b1;
								end
								else DigitTHREE <= DigitTHREE - 1'b1;		
							end
							else DigitFOUR <= DigitFOUR - 1'b1;  
				end
			8'b11110010: begin  
					if(DigitFOUR == 9) begin  
							DigitFOUR <= 0;
							if(DigitTHREE == 5) begin  
								DigitTHREE <= 0;
								if(DigitTWO == 9) begin
									DigitTWO <= 0;
									if(DigitONE == 5) begin
										DigitONE <= 6; DigitTWO <= 0; DigitTHREE <= 0; DigitFOUR <= 0;  
									end
									else DigitONE <= DigitONE + 1'b1;
								end
								else DigitTWO <= DigitTWO + 1'b1;
							end
							else DigitTHREE <= DigitTHREE + 1'b1;
						end
						else DigitFOUR <= DigitFOUR + 1'b1;	
				end 	 
				endcase
		end
		if(SecondsCounter < 25000000) begin
			HALFSECONDFLAG <= 0;  
		end
		else begin
			HALFSECONDFLAG <= 1;	
		end
		if(SecondsCounter == 100000) begin 
		case(IO_DSW)
			8'b00111111:begin  
						if(!IO_PB[3]) DigitFOUR <= DigitFOUR + 1'b1;
						if(!IO_PB[2]) DigitTHREE <= DigitTHREE + 1'b1;
						if(!IO_PB[1]) begin
							if(DigitONE == 1 && DigitTWO >= 2) DigitTWO <= 0;
							else DigitTWO <= DigitTWO + 1'b1;
						end
						if(!IO_PB[0]) 
							if(DigitONE == 1) DigitONE <= 0;
							else DigitONE <= DigitONE + 1'b1;
					end
			8'b11001111: begin  
						if(!IO_PB[3]) begin
							if(DigitFOUR == 9) DigitFOUR <= 0;
							else DigitFOUR <= DigitFOUR + 1'b1;
						end
						if(!IO_PB[2]) begin
							if(DigitTHREE == 5) DigitTHREE <= 0;
							else DigitTHREE <= DigitTHREE + 1'b1;
						end
						if(!IO_PB[1]) begin
							if(DigitTWO == 9) DigitTWO <= 0;
							else DigitTWO <= DigitTWO + 1'b1;
						end
						if(!IO_PB[0]) begin
							if(DigitONE == 6) DigitONE <= 0;
							else DigitONE <= DigitONE + 1'b1;
						end
					end
			8'b11110011: begin  
					if(!IO_PB[3] || !IO_PB[2] || !IO_PB[1] || !IO_PB[0]) begin
						DigitONE <= 0; DigitTWO <= 0; DigitTHREE <= 0; DigitFOUR <= 0;
					end
				end
		endcase
		end
	end 
	always @(posedge M_CLOCK) begin
		MultiPlexerCounter <= MultiPlexerCounter + 1'b1;
		if(MultiPlexerCounter == 1000000) begin
			MultiPlexerCounter <= 0;
		end
		if(MultiPlexerCounter < 250000) begin
			IO_SSEGD <= 4'b1110;
			case (DigitONE)
				0: begin
						IO_SSEG[7:0] <= 8'b11000000;
					end
				1: begin
						IO_SSEG[7:0] <= 8'b11111001;
					end
				2: begin
						IO_SSEG[7:0] <= 8'b10100100;
					end
				3: begin
						IO_SSEG[7:0] <= 8'b10110000;
					end
				4: begin
						IO_SSEG[7:0] <= 8'b10011001;
					end
				5: begin
						IO_SSEG[7:0] <= 8'b10010010;
					end
				6: begin
						IO_SSEG[7:0] <= 8'b10000010;
					end
				default: begin
						IO_SSEG[7:0] <= 8'b11111001;
					end			
			endcase
		end
		else if(MultiPlexerCounter >= 250000 && MultiPlexerCounter < 500000) begin
			IO_SSEGD <= 4'b1101;
			case (DigitTWO)
				0: begin
						IO_SSEG[7:0] <= 8'b11000000;
					end
				1: begin
						IO_SSEG[7:0] <= 8'b11111001;
					end
				2: begin
						IO_SSEG[7:0] <= 8'b10100100;
					end
				3: begin
						IO_SSEG[7:0] <= 8'b10110000;
					end
				4: begin
						IO_SSEG[7:0] <= 8'b10011001;
					end
				5: begin
						IO_SSEG[7:0] <= 8'b10010010;
					end
				6: begin
						IO_SSEG[7:0] <= 8'b10000010;
					end
				7: begin
						IO_SSEG[7:0] <= 8'b11011000;
					end
				8: begin
						IO_SSEG[7:0] <= 8'b10000000;
					end
				9: begin
						IO_SSEG[7:0] <= 8'b10010000;
					end
				default: begin
						IO_SSEG[7:0] <= 8'b10100100;
					end			
			endcase
		end
		else if(MultiPlexerCounter >= 500000 && MultiPlexerCounter < 750000) begin
			IO_SSEGD <= 4'b1011;
			case (DigitTHREE)
				0: begin
						IO_SSEG[7:0] <= 8'b11000000;
					end
				1: begin
						IO_SSEG[7:0] <= 8'b11111001;
					end
				2: begin
						IO_SSEG[7:0] <= 8'b10100100;
					end
				3: begin
						IO_SSEG[7:0] <= 8'b10110000;
					end
				4: begin
						IO_SSEG[7:0] <= 8'b10011001;
					end
				5: begin
						IO_SSEG[7:0] <= 8'b10010010;
					end
				default: begin
						IO_SSEG[7:0] <= 8'b11000000;
					end			
			endcase
		end
		else begin  
			IO_SSEGD <= 4'b0111;
			if(HALFSECONDFLAG) begin
				case (DigitFOUR)
				0: begin
						IO_SSEG[7:0] <= 8'b01000000;
					end
				1: begin
						IO_SSEG[7:0] <= 8'b01111001;
					end
				2: begin
						IO_SSEG[7:0] <= 8'b00100100;
					end
				3: begin
						IO_SSEG[7:0] <= 8'b00110000;
					end
				4: begin
						IO_SSEG[7:0] <= 8'b00011001;
					end
				5: begin
						IO_SSEG[7:0] <= 8'b00010010;
					end
				6: begin
						IO_SSEG[7:0] <= 8'b00000010;
					end
				7: begin
						IO_SSEG[7:0] <= 8'b01011000;
					end
				8: begin
						IO_SSEG[7:0] <= 8'b00000000;
					end
				9: begin
						IO_SSEG[7:0] <= 8'b00010000;
					end
				default: begin
						IO_SSEG[7:0] <= 8'b01000000;
					end			
				endcase
			end
			else begin
				case (DigitFOUR)
				0: begin
						IO_SSEG[7:0] <= 8'b11000000;
					end
				1: begin
						IO_SSEG[7:0] <= 8'b11111001;
					end
				2: begin
						IO_SSEG[7:0] <= 8'b10100100;
					end
				3: begin
						IO_SSEG[7:0] <= 8'b10110000;
					end
				4: begin
						IO_SSEG[7:0] <= 8'b10011001;
					end
				5: begin
						IO_SSEG[7:0] <= 8'b10010010;
					end
				6: begin
						IO_SSEG[7:0] <= 8'b10000010;
					end
				7: begin
						IO_SSEG[7:0] <= 8'b11011000;
					end
				8: begin
						IO_SSEG[7:0] <= 8'b10000000;
					end
				9: begin
						IO_SSEG[7:0] <= 8'b10010000;
					end
				default: begin
						IO_SSEG[7:0] <= 8'b11000000;
					end			
				endcase
			end
		end
	end
	assign IO_LED = {!IO_DSW[7], !IO_DSW[6], !IO_DSW[5], !IO_DSW[4], !IO_DSW[3], !IO_DSW[2], !IO_DSW[1], !IO_DSW[0]};
endmodule
```
**flow/run.sh**
```bash
#!/bin/bash
# OpenROAD 26Q1-2900-gdf79404cd8, Yosys 0.63+post, stock flow scripts
make -C /OpenROAD-flow-scripts/flow DESIGN_CONFIG=/design/flow/config.mk WORK_HOME=/design/flow/orfs finish
```
==> results.yml <==
# flow metrics
run_status:
  outcome: "completed"
cells_and_area:
  synthToLayoutAreaGrowth_pct: 11.12
  final_cell_mix: "dfxtp_1, nor2_1, nand2_1, clkdlybuf4s50_1"
  drive_gt1_frac: 0.07910
  mostFrequentLayoutCell: "dfxtp_1"
  stdcell_area_sq_um: 6153
  fill_cells: 963
drt:
  antenna_cells: 0
  num_vias: 5055
  drt_iter0_markers: 288
  first_pass_iters: 5
  wl_per_cell_um: 16.73
  finalWirelength_mm: 14.19
  drt.antenna.violating_nets: 0
  route.detailed.drc: 0
  vias_per_cell: 5.961
synth:
  netlist_area_sq_um: 5538
  ys_seq_frac: 0.3000
  synth.distinct_cells: 83
  yosysWarningCount: 1
  syn_area_per_cell_sq_um: 8.144
  ys.flops: 80
  mux_share: 0.03163
  ys_cells: 680
  synthArstFlopShare: 0
  ys_sh_adder: 0.06326
  top_logic_kind: "simple AND/OR/NAND/NOR gates"
  syn_inst: 680
  ys_sh_aoi: 0.1927
  synth.cellmix.simpleShare: 0.2826
  edf_count: 6
  ys_area_sq_um: 5538
  ys.flop_type: "dfxtp_1"
  ys_sh_xor: 0.07908
placed_design:
  dpl-instance-area_sq_um: 5951
  io_buffer_count: 33
  hpwl_mm: 10.61
  gp_congestion: 0.9854
  place_ws_ns: 2.589
die:
  die_area_sq_um: 11500
  io_pins: 39
  core-area_sq_um: 10790
  rows: 38
  dieWidth_um: 107.2
  die_h_um: 107.2
  fp_util: 0.5131
critical_path:
  worstRegToRegCells: 8
  worstPathRequired_ns: 5.20
  r2r-end: "DigitONE[2]"
  regToRegSetupSlack_ns: 3.79
  cp-start-kind: "input port"
  crit_arrival_ns: 2.34
  crit_fanout: 6
  r2r-start: "DigitTWO[0]"
  crit_type: "in2out"
  endpoint_kind: "primary output"
clock_tree:
  h-tree-depth: 3
  clk_pin_slew_ns: 0.09
  clk_latency_ns: 0.38
  cts_sinks: 80
  cts_tree: "yes"
  cts_buffers: 9
  cts_buffer_depth: 2
  ctsHoldBuffers: 0
  post_cts_buffers: 0
  cts_resized: 0
  clockRootBuffer: "clkbuf_8"
worst_hold_path:
  hold_path_end: "TX"
  hold_path.class: "reg2reg"
  min_from: "HALFSECONDFLAG"
  whs_path_depth: 0
pwr:
  cellPowerDensity_nw_per_um2: 178.2
  power_uw: 1097
  peakVddDrop_mv: 0.1297
  p_leak_uw: 0.002291
global_route:
  grt_max_degree: 24
  track_usage: 0.2635
  antenna_found_initial: 0
  grt_pass1_vias: 4800
  grt_overflow_total: 0
  grt_pass1_wl_mm: 23.56
final_timing:
  fin_skew_ns: 0.01149
  setup_tns_ns: 0
  final_max_slew_viol_count: 0
  period_used_share: 0.5599
  setup_slack_ns: 2.860
  period_needed_ns: 3.640
  worstMarginPinSlew_ns: 0.8052
  setup_viol: 0
  rsz0062_at_grt: "no"
  timing.fmax_ghz: 0.2748
  slew_headroom: 0.4624
  hold_slack_ns: 0.3920
  final_hold_viol_count: 0
run:
  warnings: 42
  maxCapViolCount: 0
==> cells in the mapped netlist (7+ instances only) <==
| cell type | number | area, sq um |
|---|---|---|
| a21oi_1 | 32 | 160.2 |
| a31oi_1 | 9 | 56.30 |
| and3_1 | 8 | 50.05 |
| clkbuf_1 | 21 | 78.83 |
| dfxtp_1 | 74 | 1481 |
| ha_1 | 28 | 350.3 |
| inv_1 | 31 | 116.4 |
| mux2i_1 | 13 | 130.1 |
| nand2_1 | 51 | 191.4 |
| nand2b_1 | 8 | 50.05 |
| nand3_1 | 30 | 150.1 |
| nand4_1 | 20 | 125.1 |
| nor2_1 | 72 | 270.3 |
| nor2b_1 | 9 | 56.30 |
| nor3_1 | 15 | 75.07 |
| nor3b_1 | 8 | 60.06 |
| nor4_1 | 9 | 56.30 |
| o21ai_0 | 32 | 160.2 |
| o22ai_1 | 12 | 75.07 |
| o31ai_1 | 7 | 52.55 |
| xnor2_1 | 25 | 219.0 |
| xor2_1 | 25 | 219.0 |
==> sequential cells by signal, indices dropped and copies added, names as in the netlist <==
name	cells
HowManySeconds	6
HALFSECONDFLAG	1
TX	1
DigitFOUR	4
DigitTHREE	3
IO_SSEGD	4
DigitTWO	4
IO_SSEG	8
SecondsCounter	26
MultiPlexerCounter	20
DigitONE	3
==> area by class of cell <==
type,count,area (sq um),share of cell area
clock inverters,6,53.80,0.008743
clock buffers,10,148.9,0.02420
inverters,31,116.4,0.01891
repair buffers,40,382.9,0.06222
well taps,140,175.2,0.02847
multi-input cells,541,3615,0.5874
flip-flops and latches,80,1662,0.2700
==> layer usage <==
layer  wire length (um)  share of wire  GRT usage
met4                569          0.040    0.09687
met2               6688           0.47     0.4346
met1               6327           0.45     0.3609
met5                  0              0          0
met3                600          0.042    0.03162
==> per-stage QoR <==
step,utilization,instances
finish,0.5701,848
global route,0.5701,848
CTS,0.5701,848
detailed placement,0.5514,832
global placement,0.5514,832
floorplan,-,683
==> critical path, cell delays in order <==
cell             delay [ns]
clkdlybuf4s50_1        0.49
inv_1                  0.08
clkdlybuf4s50_1        0.47
==> cells by family after synthesis <==
group                    Yosys count
adder cells (fa/ha/maj)           28
flip-flops                        80
AND/OR/NAND/NOR                  284
multiplexers                      17
AND-OR/OR-AND                    157
XOR/XNOR                          50
buffers and inverters             62
other                              2
==> worst max path at each step <==
stage	start	endpoint	slack [ns]
4_1_cts	IO_DSW[2]	IO_LED[2]	2.86
5_1_grt	IO_DSW[1]	IO_LED[1]	2.80
6_report	IO_DSW[4]	IO_LED[4]	2.86
==> report_power, final <==
| group | internal, uW | switching (uW) | leakage (uW) |
|---|---|---|---|
| Sequential | 507 | 24.9 | 0.000652 |
| Combinational | 85.5 | 100 | 0.00153 |
| Clock | 170 | 209 | 0.000106 |
| Total | 762 | 334 | 0.00229 |
Power figures rest on the tool's default switching activity, not on a simulated workload.
